**design/flow/design.v**
```verilog
`timescale 1ns / 1ps
`default_nettype none
module gp1(input wire a, b,
           output wire g, p);
    assign g = a & b;
    assign p = a | b;
endmodule
module gp4(input wire [3:0] gin, pin,
           input wire cin,
           output wire gout, pout,
           output wire [2:0] cout);
	assign cout[0] = (pin[0] & cin) | gin[0];
	assign cout[1] = (pin[0] & pin[1] & cin) | pin[1] & gin[0] | gin[1];
	assign cout[2] = (pin[0] & pin[1] & pin[2] & cin) | gin[1] & pin[2] | gin[0] & pin[1] & pin[2] | gin[2];
	assign gout = (gin[0] & pin[1] & pin[2] & pin[3]) | gin[2] & pin[3] | gin[1] & pin[2] & pin[3] | gin[3];
	assign pout = pin[0] & pin[1] & pin[2] & pin[3];
endmodule
module cla16(input wire [15:0]  a, b,
             input wire         cin,
             output wire [15:0] sum);
	wire [3:0] midp;
	wire [3:0] midg;
	wire [15:0] c;
	wire [15:0] g;
	wire [15:0] p;
	genvar i;
	for (i = 0; i < 16; i = i + 1) begin   
		gp1 g0(.a(a[i]), .b(b[i]), .g(g[i]), .p(p[i]));
	end
	assign c[3] = (midp[0] & cin) | midg[0];
	gp4 g1(.gin(g[3:0]), .pin(p[3:0]), .cin(cin), .gout(midg[0]), .pout(midp[0]), .cout(c[2:0]));
	assign c[7] = (midp[1] & c[3]) | midg[1];
	gp4 g2(.gin(g[7:4]), .pin(p[7:4]), .cin(c[3]), .gout(midg[1]), .pout(midp[1]), .cout(c[6:4]));
	assign c[11] = (midp[2] & c[7]) | midg[2];
	gp4 g3(.gin(g[11:8]), .pin(p[11:8]), .cin(c[7]), .gout(midg[2]), .pout(midp[2]), .cout(c[10:8]));
	assign c[15] = (midp[3] & c[11]) | midg[3];
	gp4 g4(.gin(g[15:12]), .pin(p[15:12]), .cin(c[11]), .gout(midg[3]), .pout(midp[3]), .cout(c[14:12]));
	assign sum[0] = cin ^ a[0] ^ b[0];
	for (i = 1; i < 16; i = i + 1) begin
		assign sum[i] = c[i-1] ^ a[i] ^ b[i];
	end
endmodule
module gpn
  #(parameter N = 4)
  (input wire [N-1:0] gin, pin,
   input wire  cin,
   output wire gout, pout,
   output wire [N-2:0] cout);
endmodule
```
**design/flow/run.sh**
```bash
#!/bin/bash
# OpenROAD 26Q1-2900-gdf79404cd8, Yosys 0.63+post, stock flow scripts
make -C /OpenROAD-flow-scripts/flow DESIGN_CONFIG=/design/flow/config.mk WORK_HOME=/design/flow/orfs finish
```
**design/flow/config.mk**
```make
export PLATFORM = sky130hd
export DESIGN_NAME = cla16
export DESIGN_NICKNAME = cla16
export VERILOG_FILES = /design/flow/design.v
export SDC_FILE = /design/flow/constraint.sdc
export NUM_CORES = 4
export LEC_CHECK = 1
export CORE_AREA = 10 10 82 82
export DIE_AREA = 0 0 92 92
```
**design/flow/constraint.sdc**
```tcl
current_design cla16

set clk_period 5.1
set clk_io_pct 0.2

create_clock -name clk0 -period $clk_period

set non_clock_inputs [all_inputs -no_clocks]
set_input_delay [expr $clk_period * $clk_io_pct] -clock clk0 $non_clock_inputs
set_output_delay [expr $clk_period * $clk_io_pct] -clock clk0 [all_outputs]
```
==> commit_impl_results.txt <==
Add synthesis and place-and-route results

* Die Width: 92 um
- Endpoint of the most critical setup path: sum[15]
- Per the gpl log, the routability congestion estimate is 0.750.
- Adding up every negative setup slack in the final design gives 0 ns.
- The pin closest to its max-slew limit shows a slew of 0.317 ns.
- Achievable clock frequency: 201 MHz
* Starting DRT DRC Count: 21
- After synthesis, flip-flops and latches occupy 0% of the total area.
* Period utilisation layout: 97.6%
* Number of logged tool warnings: 33
* Total Die Area: 8460 um2
- The worst-case max-slew headroom was logged as 78.7%.
- I/O Pins: 49
* DRC violation count after routing: 0
- Total leakage power: 0.482 nW
- Type of the tightest min-delay check: in2out
- The tool flagged a number of max-cap violations equal to 0.
- For reference, the final report shows the hold violation count at 0.
- Ys Warns: 0
- Entering global routing, the biggest net connects 7 pins.
- The routed layout has 726 vias.
- Total cells reported by yosys after synthesis: 73
- Start point of the critical path: a[0]
- Yosys stat area: 613 um2
- The required time at the worst endpoint is listed as 4.08 ns.
- The worst setup path is launched from an input port.
* Category of the worst setup path capture point: primary output
- Via count of the first global-routing pass: 744
- Post-route antenna net violation count: 0
- The floorplan step defined a core boundary enclosing 5070 um2.
- At the worst endpoint, the arrival time is 3.96 ns.
- In this run the cell area of the synthesized design comes to 613 um2.
* DIE HEIGHT: 92 um
- Global routing finished with a remaining overflow of 0.
- Mean routed wirelength per cell: 10.4 um
- Multi-input logic area: 619 um2
- At the floorplan stage, the core utilization is reported as 12.1%.
- Tot GR Track Use: 4.79%
- As logged by OpenROAD, the buffers inserted on ports number 49.
- The run finished with clean final reports.
* Hold-fix buffers, CTS: 0
* Maximum ir drop on the vdd rail: 0.0514 mV
- Detailed-routing iteration count for the pre-antenna-repair pass: 2
- Cell row count: 26
- Synthesized area divided by synthesized cell count: 8.40 um2
- Fraction of final layout cells with drive strength greater than 1: 21.6%
- Hold_sp: b[1]
* Clock buffer count: 0
- In the routed netlist, the antenna diode instances number 0.
- Per the detailed-route log, wirelength across all metal layers totals 2.12 mm.
* Number of filler cells placed in the layout: 558
* Routed vias/inst: 3.56
- Worst hold-check slack: 2.89 ns
- Non-filler instance count after layout: 204
- Total power normalized to cell area comes to 124 nW/um2.
* Final period demand of the worst path: 4.98 ns
* Type of the setup path with the least slack: in2out
* Register area: 0 um2
- Along the worst path, the maximum fanout reaches 2.
- The number of antenna violations at the first check in global routing came to 0.
- Endpoints with negative setup slack in the final report add up to 0.
* Unique cell types: 28
- Sum of net half-perimeters after detailed placement: 1.95 mm
* Sequential cells: 0
- Setup repair after global routing could not meet its margin everywhere.
- Synth Instances: 73
* Global-route wire length before repair: 3.45 mm
- Area delta synth->final: 112%
* Placed Cells: 202
* Final Max Tran Viols: 0
-- worst max-delay path, stage by stage --
cell	delay, ns
clkdlybuf4s50_1	0.42
a21o_2	0.21
a221oi_2	0.23
nor2_2	0.06
buf_4	0.15
o2111ai_2	0.09
a41oi_2	0.15
maj3_2	0.32
maj3_2	0.33
maj3_2	0.33
xnor2_2	0.15
clkdlybuf4s50_1	0.48
-- cell usage in the layout (no fill, tap or decap), types with 3 or more instances in the layout --
master / n
buf_4: 12
clkdlybuf4s50_1: 43
dlygate4sd2_1: 4
fa_1: 3
inv_1: 4
maj3_2: 5
nand2_1: 3
nor2_1: 8
xnor2_1: 21
-- power breakdown --
| part | switching (mW) | internal, mW | leakage [nW] |
|---|---|---|---|
| Combinational | 0.0501 | 0.111 | 0.482 |
| Sequential | 0 | 0 | 0 |
| Clock | 0 | 0 | 0 |
-- layer usage --
metal	track usage, %	share of wire [%]	routed length (um)
met1	6.92	49	1030
met2	7.47	44	940
met3	1.24	7.0	149
met4	0	0	0
met5	0	0	0
-- cells in the mapped netlist, types with 2 or more instances --
| master | instances | share of area (%) |
|---|---|---|
| o22ai_1 | 2 | 2.0 |
| inv_1 | 4 | 2.4 |
| nand2_1 | 3 | 1.8 |
| nor2_1 | 8 | 4.9 |
| maj3_1 | 4 | 6.5 |
| xnor2_1 | 22 | 31 |
| o21ai_0 | 2 | 1.6 |
| maj3_2 | 3 | 5.5 |
| xor2_1 | 2 | 2.9 |
| fa_1 | 4 | 13 |
| a22oi_1 | 2 | 2.4 |
-- worst min path at each step --
stage	to	slack [ns]	cells past startpoint
global route	sum[1]	2.96	5
finish	sum[1]	2.89	5
CTS	sum[0]	2.95	5
-- repair_timing --
item                                    CTS  global route
pin swaps                                 3             6
gates resized                             7             5
hold endpoints to repair                  0             0
endpoints found under the setup margin    3             3
buffers inserted                          0             2
-- per-stage QoR --
| stage | total power, mW | utilization (%) | worst slack (ns) | cell area [um2] |
|---|---|---|---|---|
| after global routing | 0.177 | 25.7 | -0.0411 | 1300 |
| after CTS | 0.161 | 25.0 | 0.00132 | 1270 |
| final | 0.161 | 25.7 | 0.122 | 1300 |
| after detailed placement | 0.160 | 25.0 | -0.117 | 1270 |
| after floorplan | 0.0525 | - | 0.909 | 613 |
| after global placement | 0.160 | 25.0 | -0.129 | 1270 |
-- final cells by class --
class                      count  area share, %
inverter                       4           1.15
multi-input combinational     69           47.6
tap                           70           6.72
timing repair buffer          61           44.6
-- logic make-up after synthesis --
logic type               after synthesis  synth area share (%)
XOR/XNOR                              24                  34.3
AND-OR/OR-AND                         19                  27.6
AND/OR/NAND/NOR                       15                  10.6
adder cells (fa/ha/maj)               11                  25.1
buffers and inverters                  4                  2.45
Power and IR drop assume default switching activity.

--- /design/flow/run.sh ---
#!/bin/bash
# OpenROAD 26Q1-2900-gdf79404cd8, Yosys 0.63+post, stock flow scripts
make -C /OpenROAD-flow-scripts/flow DESIGN_CONFIG=/design/flow/config.mk WORK_HOME=/design/flow/orfs finish
--- /design/flow/config.mk ---
export PLATFORM = sky130hd
export DESIGN_NAME = lc4_divider
export DESIGN_NICKNAME = lc4_divider
export VERILOG_FILES = /design/flow/design.v
export SDC_FILE = /design/flow/constraint.sdc
export NUM_CORES = 4
export LEC_CHECK = 1
export CORE_UTILIZATION = 30
--- /design/flow/constraint.sdc ---
current_design lc4_divider

set clk_period 81.2
set clk_io_pct 0.2

create_clock -name clk0 -period $clk_period

set non_clock_inputs [all_inputs -no_clocks]
set_input_delay [expr $clk_period * $clk_io_pct] -clock clk0 $non_clock_inputs
set_output_delay [expr $clk_period * $clk_io_pct] -clock clk0 [all_outputs]
--- /design/flow/design.v ---
`timescale 1ns / 1ps
`default_nettype none
module lc4_divider(input  wire [15:0] i_dividend,
                   input  wire [15:0] i_divisor,
                   output wire [15:0] o_remainder,
                   output wire [15:0] o_quotient);
      wire [15:0] next_dividend[16:0];
      assign next_dividend[0] = i_dividend;
      wire [15:0] next_remainder[16:0];
      assign next_remainder[0] = 16'h0;
      wire [15:0] next_quotient[16:0];
      assign next_quotient[0] = 16'h0;
      genvar i;
      for (i = 0; i < 16; i = i + 1) begin
            lc4_divider_one_iter divider(.i_dividend(next_dividend[i]),
                                          .i_divisor(i_divisor),
                                          .i_remainder(next_remainder[i]),
                                          .i_quotient(next_quotient[i]),
                                          .o_dividend(next_dividend[i + 1]),
                                          .o_remainder(next_remainder[i + 1]),
                                          .o_quotient(next_quotient[i + 1]));
      end
      assign o_remainder = (i_divisor == 16'h0) ? 0 : next_remainder[16];
      assign o_quotient = (i_divisor == 16'h0) ? 0 : next_quotient[16];
endmodule  
module lc4_divider_one_iter(input  wire [15:0] i_dividend,
                            input  wire [15:0] i_divisor,
                            input  wire [15:0] i_remainder,
                            input  wire [15:0] i_quotient,
                            output wire [15:0] o_dividend,
                            output wire [15:0] o_remainder,
                            output wire [15:0] o_quotient);
      wire [15:0] next_remainder;
      assign next_remainder = (i_remainder << 1) | ((i_dividend >> 15) & 16'b1);
      assign o_dividend = i_dividend << 1;
      assign o_remainder = (next_remainder < i_divisor) ? next_remainder : (next_remainder - i_divisor);
      assign o_quotient = (next_remainder < i_divisor) ? (i_quotient << 1) : ((i_quotient << 1) | 16'b1);
endmodule
==> impl_metrics.py <==
# Synthesis and PnR figures
metrics = {
    "die": {
        "die_w_um": 212,
        "core_um2": 43400,
        "ios": 64,
        "die_h_um": 212,
        "floorplan.core_util_pct": 30.6,
        "die_area_um2": 45100,
        "rows": 76,
    },
    "timing": {
        "tightest_slew_ps": 833,
        "finalClockPeriodUsage_pct": 89.1,
        "maxSlewViolCount": 0,
        "final-hold-violation-count": 0,
        "totalNegativeSetupSlack_ps": 0,
        "setup_ws_ps": 8860,
        "fmax_mhz": 13.8,
        "relSlewSlack_pct": 44.0,
        "layout_min_cycle_time_ps": 72340,
        "rsz0062_at_grt": "no",
        "setup_violations": 0,
    },
    "global_routing": {
        "first_global_vias": 13000,
        "antenna_found_initial": 0,
        "grt_overflow": 0,
        "track_usage_pct": 20.1,
        "grt_max_degree": 32,
        "grt_pass1_wl_um": 70200,
    },
    "setup_path": {
        "crit_fanout": 31,
        "cp.depth": 141,
        "crit_slowest_cell": "o21a_1",
        "worst_path_most_repeated_cell": "ha_1",
        "crit_type": "input port to primary output",
        "worstPathRequired_ps": 64960,
        "critical-path-top-delay-family": "AND-OR/OR-AND gates",
        "max_stage_delay_ps": 720,
        "crit_path_end_kind": "primary output",
        "worst-path-buf-inv": 11,
        "worst-endpoint-arrival_ps": 56100,
        "crit_path_start_kind": "input port",
    },
    "drt": {
        "drt_first_pass_iters": 5,
        "remaining_drc_errors": 0,
        "diodes": 0,
        "wl_um": 44700,
        "vias": 14100,
        "dr.first_iter.drc_count": 971,
        "ant_nets": 0,
        "viasPerCell": 5.54,
        "wl_per_cell_um": 17.5,
    },
    "yosys": {
        "ys_cells": 1913,
        "synth_cells": 1913,
        "ys_area_um2": 13300,
        "top_area_share_pct": 22.7,
        "syn-mean-instance-area_um2": 6.93,
        "yosysTopAreaCell": "ha_1",
        "area_leaders": "ha_1 23%, a21oi_1 6.8%, xnor2_1 6.2%",
        "yosysWarnings": 1,
        "ys_seq_share_pct": 0,
        "synthDistinctLibCells": 98,
        "most_common_cell": "ha_1",
        "top_cells_by_count": "241 x ha_1, 199 x nand2_1, 179 x a21oi_1, 179 x nor2_1, 130 x o21ai_0",
        "syn_area_um2": 13300,
    },
    "final_layout": {
        "flops": 0,
        "area_growth_pct": 10.7,
        "area.sequential_um2": 0,
        "clockBufferCount": 0,
        "final_layout_size_suffix_gt1_share_pct": 6.11,
    },
    "hold_path": {
        "hold_depth": 4,
        "hp-start": "i_dividend[0]",
        "min_to": "o_remainder[0]",
        "hold_path.class": "input port to primary output",
    },
    "status": {
        "outcome": "finished, final reports clean",
    },
    "clocking": {
        "cts_resized": 0,
        "holdBufCountCts": 0,
        "post-cts-setup-buffers": 0,
    },
    "placement": {
        "pre_cts_slack_ps": 9310,
        "routabilityCongestion": 0.962,
        "io_buffers": 64,
        "hpwl_um": 35300,
    },
    "job": {
        "openroad.warnings": 32,
        "drv_cap": 0,
    },
}
stage by stage:
step / cells / cell area (µm²) / hold slack, ps / util, %
after detailed placement: 2548 / 14700 / 33450 / 33.8
after CTS: 2548 / 14700 / 33460 / 33.8
final: 2548 / 14700 / 33460 / 33.8
after global placement: 2548 / 14700 / 33460 / 33.8
after floorplan: 1919 / 13300 / 32600 / -
after global routing: 2548 / 14700 / 33510 / 33.8
routing by layer:
metal	GRT usage, %	share of wire (%)	vias up
met2	32.3	44	418
met1	29.2	48	6477
met3	1.60	5.7	70
met4	4.39	2.4	0
li1	-	-	7157
met5	0	0	-
worst max-delay path by stage:
stage | from | end | slack, ps
after global routing | i_divisor[1] | o_remainder[9] | 5680
final | i_divisor[1] | o_remainder[9] | 8860
after CTS | i_divisor[1] | o_remainder[15] | 9140
cells by family after synthesis:
logic type,after synthesis,synth area share [%]
other,1,0.0283
and+or+nand+nor,615,21.9
xor gates and xnor gates,157,10.4
adders and majority gates,256,25.0
buffers and inverters,163,4.89
muxes,45,3.75
AOI/OAI and AO/OA,676,34.1
cell type report:
type	count	area [µm²]
fill	4675	28700
multi-input combinational	1756	12700
inverter	113	424
timing repair buffer	94	866
tap	585	732
placed cells by master, fill, tap and decap left out, types with 19 or more instances in the layout:
cell type        synthesis  routed
clkdlybuf4s50_1          0      64
a31oi_1                 27      26
ha_1                   241     241
nor3_1                  53      52
inv_1                  113     112
nor2b_1                 25      25
nand2b_1                23      23
a21o_1                  81      81
a211oi_1                26      26
mux2_2                  25      25
and2_1                  20      20
xnor2_1                 94      94
buf_4                    3      30
xor2_1                  63      63
a21oi_1                179     179
o21a_1                  50      50
o211ai_1                19      19
nand2_1                199     199
nand3_1                 40      40
nor2_1                 179     179
o21ai_0                130     128
